--- design.v ---
module axi_write_ctrl#(
parameter AXI_DATA_WIDTH = 128
)
(
input  wire                        M_AXI_CLK,
input  wire                        M_AXI_RESETN,
input  wire                        cam_pclk,
input  wire                        cam_rst_n,
input  wire                        cam_vsync,
input  wire                        cam_href,
input  wire [23:0]                 cam_data,
input  wire                        cam_data_valid,
output reg                         fifo_enable,       
output wire [AXI_DATA_WIDTH-1:0]     M_AXI_AWDATA_OUT,
output reg                           M_AXI_BURST_VALID,
input  wire                          M_AXI_BURST_READY
);
reg [AXI_DATA_WIDTH-1:0]     cam_data_buffer;
reg [2:0]                    buf_cnt;
reg                          cam_href_d1 ;
reg                          cam_href_d2 ;
reg                          cam_vsync_d1;
reg                          cam_vsync_d2;
assign M_AXI_AWDATA_OUT   =   cam_data_buffer;
always @(posedge cam_pclk or negedge cam_rst_n) begin
    if(!cam_rst_n) begin
        buf_cnt    <=  0;
    end
    else if(cam_data_valid) begin
        buf_cnt    <=  (buf_cnt == (AXI_DATA_WIDTH / 32) -1) ? 0 : buf_cnt + 1;
    end
end
always@(posedge cam_pclk or negedge cam_rst_n) begin
    if(!cam_rst_n) begin
        cam_data_buffer    <=  0;
    end
    else if(cam_data_valid) begin
        cam_data_buffer    <=  {cam_data_buffer[AXI_DATA_WIDTH-32-1:0],8'hff,cam_data};
    end
end
always@(posedge cam_pclk or negedge cam_rst_n) begin
    if(!cam_rst_n) begin
        fifo_enable    <=  0;
    end
    else if(cam_data_valid & (buf_cnt == (AXI_DATA_WIDTH / 32) -1)) begin
        fifo_enable    <=  1;
    end
    else begin
        fifo_enable    <=  0;
    end
end
reg                          cam_data_valid_d1;
reg                          cam_data_valid_d2;
always@(posedge M_AXI_CLK or negedge M_AXI_RESETN) begin
    if(!M_AXI_RESETN) begin
        cam_href_d1 <=  0;
        cam_href_d2 <=  0;
        cam_data_valid_d1 <=  0;
        cam_data_valid_d2 <=  0;
    end 
    else begin
        cam_href_d1 <=  cam_href;
        cam_href_d2 <=  cam_href_d1;
        cam_data_valid_d1 <=  cam_data_valid;
        cam_data_valid_d2 <=  cam_data_valid_d1;
    end
end
reg                         data_valid_flag;
always @(posedge M_AXI_CLK or negedge M_AXI_RESETN ) begin
    if (!M_AXI_RESETN) begin
        data_valid_flag <=  0;
    end 
    else if(cam_data_valid_d2)begin
        data_valid_flag <=  1;
    end
    else if({cam_href_d1,cam_href_d2} == 2'b01) begin
        data_valid_flag <=  0;
    end
end
always@(posedge M_AXI_CLK or negedge M_AXI_RESETN) begin
    if (!M_AXI_RESETN) begin
        M_AXI_BURST_VALID <=  0;
    end 
    else if(({cam_href_d1,cam_href_d2} == 2'b01) & data_valid_flag)begin
        M_AXI_BURST_VALID <=  1;
    end
    else if(M_AXI_BURST_VALID & M_AXI_BURST_READY) begin
        M_AXI_BURST_VALID <=  0;
    end
end
endmodule
--- run.sh ---
#!/bin/bash
# OpenROAD 26Q1-2900-gdf79404cd8, Yosys 0.63+post, stock flow scripts
make -C /OpenROAD-flow-scripts/flow DESIGN_CONFIG=/design/flow/config.mk WORK_HOME=/design/flow/orfs finish
--- config.mk ---
export PLATFORM = sky130hd
export DESIGN_NAME = axi_write_ctrl
export DESIGN_NICKNAME = axi_write_ctrl
export VERILOG_FILES = /design/flow/design.v
export SDC_FILE = /design/flow/constraint.sdc
export NUM_CORES = 4
export LEC_CHECK = 1
export CORE_UTILIZATION = 50
--- constraint.sdc ---
current_design axi_write_ctrl

set clk_period 1.6
set clk_io_pct 0.2

create_clock -name clk0 -period $clk_period [get_ports {M_AXI_CLK}]
create_clock -name clk1 -period $clk_period [get_ports {cam_pclk}]

set non_clock_inputs [all_inputs -no_clocks]
set_input_delay [expr $clk_period * $clk_io_pct] -clock clk0 $non_clock_inputs
set_output_delay [expr $clk_period * $clk_io_pct] -clock clk0 [all_outputs]
==> Changelog: implementation <==
### Implementation results

- Io pins: between 150 and 200
- R2R setup slack: ~0.5 ns
- Post-layout util: about three quarters
- First-pass detailed-route iteration total: 4
- Endpoints failing setup: 0
- Worst-Margin Slew: around 0.25 ns
- Cells after Synth: between 200 and 300
- Hpwl dp: 5.27 mm
- PD cells: ~1100 mW/mm^2
- Tool warnings: 28
- Layout overhead on the synthesized area: 44.5%
- R2R cell count: 3
- CP startpoint kind: register
- Max Clock Skew: ~0.0053 ns
- CP Cell Sequence: clkdlybuf4s50_1
- # Cells Yosys: between 200 and 300
- Total grt overflow: 0
- CP top delay family: buffers and inverters
- PortBufs: between 150 and 200
- Most common reg cell: dfrtp_1
- Max cap viols: 0
- FF-to-FF End: cam_data_buffer[31]$_DFFE_PN0P_
- Placer's final routability congestion estimate: 0.725
- Vias in the first global route: around 2600
- Crit path largest cell delay: a little over 0.5 ns
- Initial DRC count: between 40 and 50
- Die width: between 90 and 100 um
- Clk network pwr share: around 27%
- Wirelength, routed: 8.24 mm
- FP Util: between 50% and 60%
- Routed Antenna Nets: 0
- Gate power share: 23.6%
- Ratio of cells with drive above 1 in the final layout: a little over a third
- Hold WC Path Type: input port to asynchronous set/reset pin
- Crit-path max FO: 3
- Worst vdd ir: 0.000683 V
- CTS tree: done
- Yosys cell types: 18
- Synth Warn #: 1
- CTS clk-pin slew, worst paths: about 0.090 ns
- Post-DR vias/cell: between 4 and 5
- Dpl cells: ~500
- Post-synth EDFFs: 0
- Post-synthesis chip area from yosys: 0.00449 mm^2
- Post-Syn Area per Cell: 17.0 um^2
- # rows: 34
- Setup TNS: 0 ns
- Chip height: ~97 um
- WP buf/inv: 1
- RR Startpoint: cam_data_buffer[31]$_DFFE_PN0P_
- Slew Limit Fails: 0
- DRC: 0
- Switching share of power: a little over a fifth
- # fillers: between 500 and 600
- Registers, synthesis: 110
- Final hold viol count: 0
- FFs w/ async S/R, synth: roughly 100%
- Wire per inst: between 15 and 20 um
- Critical Path RT: between 1 and 1.5 ns
- Leak: 0.00300 uW
- Critical path arrival: ~1.2 ns
- DP Area: ~0.006 mm^2
- Relative slew slack: between 80% and 90%
- Status: finished, final reports clean
- Initial antenna violation count: 0
- Pin count of the biggest net entering global routing: between 40 and 50
- Via count: around 2600
- Crit Path Class: register to primary output
- Nature of the critical path endpoint: primary output
- First-pass GRT wire length: approximately 14 mm
- TritonCTS Sinks: around 110
- Final Non-Filler Cells: roughly 540
- Internal cell power: between 5000 and 6000 uW
- Seq pwr share: about half
- GRT Overall Usage: 19.0%
- NetSw: 1550 uW
- Setup ws final: between 0.04 and 0.05 ns
- Core ar.: between 0.008 and 0.009 mm^2
- Worst slack, placed: between 0.2 and 0.3 ns
- Ant diodes: 0
- Final Cell Area: roughly 0.0065 mm^2
- Register area share after synthesis: 61.2%
- Post-Syn Area: 0.00449 mm^2
- Critical-path top delay cell: clkdlybuf4s50_1
- Chip area: roughly 0.0094 mm^2
## worst max path at each step
stage	to	slack, ns	cells past startpoint	start
4_1_cts	M_AXI_AWDATA_OUT[94]	0.0004	1	cam_data_buffer[95]$_DFFE_PN0P_
5_1_grt	M_AXI_AWDATA_OUT[45]	-0.02	1	cam_data_buffer[45]$_DFFE_PN0P_
6_report	M_AXI_AWDATA_OUT[77]	0.05	1	cam_data_buffer[77]$_DFFE_PN0P_
## layout by cell type (no fill, tap or decap), drive strengths merged
cell type      instances
o21ai                  1
mux2                 100
ha                     1
and2                   1
clkinvlp               1
nor2                   1
nand2                  1
clkinv                 1
buf                   27
or2                    1
nor2b                  1
nand2b                 3
a21o                   1
dfrtp                110
o22ai                  1
inv                    3
clkbuf                14
dlygate4sd3            1
dlymetal6s2s          23
dlygate4sd2           18
bufinv                 2
clkdlybuf4s50        117
## Yosys cell counts, drive strengths merged, types with 2 or more instances
| master | count | area (um^2) |
|---|---|---|
| buf | 39 | 309 |
| dfrtp | 110 | 2750 |
| inv | 2 | 7.51 |
| mux2 | 100 | 1340 |
| nand2b | 3 | 18.8 |
## stage by stage
step	power (uW)	hold WS, ns
3_3_place_gp	5200	0.263
3_5_place_dp	5240	0.262
6_report	7170	0.336
5_1_grt	7580	0.346
2_1_floorplan	4110	0.0244
4_1_cts	7240	0.341
## cell type report
class	instances	area, um^2	area share, %
clock buffer	13	169	2.60
clock inverter	5	81.3	1.25
tap	108	135	2.08
multi-input combinational	112	1420	21.9
inverter	2	7.51	0.116
timing repair buffer	187	1920	29.6
sequential	110	2760	42.5
## per-layer routing
layer / part of all wire [%] / global-route usage (%) / vias up
li1: - / - / 1196
met1: 44 / 30.7 / 1284
met2: 46 / 28.0 / 104
met3: 7.8 / 5.88 / 7
met4: 1.2 / 2.30 / 0
met5: 0 / 0 / -
## power by group through the flow
stage / registers [uW] / clock network [uW] / logic [uW]
after CTS: 3560 / 2020 / 1660
after global routing: 3620 / 2130 / 1830
final: 3540 / 1940 / 1690
## logic make-up after synthesis
| logic type | Yosys count | share of synthesized area, % |
|---|---|---|
| flops | 110 | 61.2 |
| mux | 100 | 29.9 |
| buf+inv | 42 | 7.15 |
| simple gates | 8 | 1.00 |
| compound gates | 3 | 0.418 |
| fa+ha+maj | 1 | 0.278 |
## flip-flops by register name (all words and copies together) (netlist names)
signal / cells
M_AXI_BURST_VALID: 1
buf_cnt: 3
cam_data_buffer: 100
cam_data_valid_d1: 1
cam_data_valid_d2: 1
cam_href_d1: 1
cam_href_d2: 1
data_valid_flag: 1
fifo_enable: 1
## timing repair
item                                   in CTS  in global routing
resized                                    22                 23
setup endpoints to repair                  32                 38
setup buffers                               1                 19
endpoints found under the hold margin      25                  0
hold buffers                                2                  0
Power figures rest on the tool's default switching activity, not on a simulated workload.
